==> design.v <==
module async_fifo #(
    parameter WIDTH=8,    
    parameter DEPTH=16    
)
    (   input logic [WIDTH-1:0]in,
        input logic wr_clk,
        input logic rd_clk,
        input logic wr_reset_n,
        input logic rd_reset_n,
        input logic wr_en,
        input logic rd_en,
        output logic full,
        output logic empty,
        output logic [WIDTH-1:0]out
    );
    logic [WIDTH-1:0]mem[DEPTH-1:0];
    logic [$clog2(DEPTH):0]wr_ptr,wr_ptrg,wr_ptrb,wr_g,wr_sync,wr_temp;
    logic [$clog2(DEPTH):0]rd_ptr,rd_ptrg,rd_ptrb,rd_g,rd_sync,rd_temp;
    logic [$clog2(DEPTH)-1:0]wr_addr,rd_addr;
    logic full_v,empty_v;
    assign full_v = (wr_ptrg=={ ~wr_sync[($clog2(DEPTH)):($clog2(DEPTH)-1)], wr_sync[($clog2(DEPTH)-2):0]} || (wr_sync == DEPTH-'b1));
    assign empty_v = (rd_ptrg==rd_sync) || (rd_sync == DEPTH-'b1);
           assign wr_ptrb = (wr_ptr==DEPTH-1)?'b0:(wr_ptr + (wr_en && !full));           
           assign wr_ptrg = (wr_ptrb >> 'b1) ^ (wr_ptrb);                                
           assign wr_addr = wr_ptr[($clog2(DEPTH)-1):0];                                 
           always_ff@(posedge wr_clk or negedge wr_reset_n)
           begin
               if(!wr_reset_n)
               begin
                   wr_ptr               <=       'b0;
                   for(int i=0;i<DEPTH;i++)
                   mem[i]               <=       '0;
                   wr_g                 <=       'b0;
                   wr_temp              <=       'b0;
                   full                 <=       'b0;
                   wr_sync              <=       'b0;
               end
               else 
               begin
                   {wr_ptr,wr_g}        <=     {wr_ptrb,wr_ptrg};
                   {wr_sync,wr_temp}    <=     {wr_temp,rd_g};     
                   full                 <=     full_v;
                   if(wr_en && !full)
                    mem[wr_addr]        <=     in;
               end
           end
           assign rd_ptrb = (rd_ptr == DEPTH-1)?'b0:(rd_ptr + (rd_en && !empty));          
           assign rd_ptrg = (rd_ptrb >> 'b1) ^ (rd_ptrb);                                  
           assign rd_addr= rd_ptr[($clog2(DEPTH)-1):0];                                   
           always_ff@(posedge rd_clk or negedge rd_reset_n)
           begin
               if(!rd_reset_n)
               begin
                   rd_ptr                <=      'b0;
                   out                   <=      'b0;
                   rd_g                  <=      'b0;
                   empty                 <=      'b0;
                   rd_temp               <=      'b0;
                   rd_sync               <=      'b0;
               end
               else
               begin
                   {rd_ptr,rd_g}         <=     {rd_ptrb,rd_ptrg};
                   {rd_sync,rd_temp}     <=     {rd_temp,wr_g};    
                   empty                 <=     empty_v;
                    out                  <=     mem[rd_addr];
               end
           end
endmodule
==> run.sh <==
#!/bin/bash
# OpenROAD 26Q1-2900-gdf79404cd8, Yosys 0.63+post, stock flow scripts
make -C /OpenROAD-flow-scripts/flow DESIGN_CONFIG=/design/flow/config.mk WORK_HOME=/design/flow/orfs finish
==> config.mk <==
export PLATFORM = sky130hd
export DESIGN_NAME = async_fifo
export DESIGN_NICKNAME = async_fifo
export VERILOG_FILES = /design/flow/design.v
export SDC_FILE = /design/flow/constraint.sdc
export NUM_CORES = 4
export LEC_CHECK = 1
export CORE_UTILIZATION = 30
==> constraint.sdc <==
current_design async_fifo

set clk_period 2.9
set clk_io_pct 0.2

create_clock -name clk0 -period $clk_period [get_ports {rd_clk}]
create_clock -name clk1 -period $clk_period [get_ports {wr_clk}]

set non_clock_inputs [all_inputs -no_clocks]
set_input_delay [expr $clk_period * $clk_io_pct] -clock clk0 $non_clock_inputs
set_output_delay [expr $clk_period * $clk_io_pct] -clock clk0 [all_outputs]
==> impl_metrics.env <==
# implementation run metrics
export IMPL_clock_sinks=176
export IMPL_layout_top_cell="dfrtp_1"
export IMPL_die_h_um=167
export IMPL_yosysCellCount=648
export IMPL_worstMarginPinSlew_ns=0.917
export IMPL_synthCells=648
export IMPL_cp_max_fo=6
export IMPL_slowest_stage="clkdlybuf4s50_1"
export IMPL_vdd_drop_max_mv=0.482
export IMPL_initCoreUtil_pct=30.4
export IMPL_io_pins=24
export IMPL_cts_reportedPaths_clkPinSlew_ns=0.07
export IMPL_lay_top_cells="dfrtp_1 (176), mux2_2 (132), buf_4 (41)"
export IMPL_port_buffers=22
export IMPL_p_int_mw=7.55
export IMPL_powerDensity_mw_per_mm2=1200
export IMPL_crit_arrival_ns=2.70
export IMPL_edf_count=0
export IMPL_synth_area_top_cells="dfrtp_1 (54%), mux2_2 (18%), mux2i_1 (2.3%), nor2_1 (1.4%), nor2b_1 (1.4%)"
export IMPL_drt_total_wl_um=21800
export IMPL_drtIter0Drc=441
export IMPL_synth_largest_area_cell="dfrtp_1"
export IMPL_grt_pass1_wl_um=34000
export IMPL_grt_ovfl_total=0
export IMPL_hold_viol_final=0
export IMPL_diodes=0
export IMPL_end_kind="flop"
export IMPL_drive_above_1_share_pct=32.0
export IMPL_place_area_mm2=0.00898
export IMPL_core_mm2=0.0269
export IMPL_switching_share_pct=35.3
export IMPL_final_max_slew_violation_count=0
export IMPL_worstReg2RegStart="rd_ptr[2]$_DFF_PN0_"
export IMPL_final_core_util_pct=36.1
export IMPL_ys_seq_share_pct=53.9
export IMPL_max_cap_violations=0
export IMPL_switchingPower_mw=4.11
export IMPL_placementRows=60
export IMPL_viasPerCell=5.27
export IMPL_path_common_cell="ha_1"
export IMPL_drc=0
export IMPL_grt_max_degree=71
export IMPL_grt_usage_pct=16.7
export IMPL_ff_type="dfrtp_1"
export IMPL_yosysChipArea_mm2=0.00818
export IMPL_top_area_share_pct=53.9
export IMPL_syn_to_final_growth_pct=18.6
export IMPL_ys_types=62
export IMPL_ys_warn_count=2
export IMPL_syn_area_per_cell_um2=12.6
export IMPL_min_path_type="in2async"
export IMPL_post_drt_wl_per_cell_um=20.7
export IMPL_cts_setup_buffers=0
export IMPL_gp_congestion=0.850
export IMPL_reg2reg_depth=6
export IMPL_r2r_end="out[2]$_DFF_PN0_"
export IMPL_dp_hpwl_um=14000
export IMPL_maxSlewHeadroom_pct=38.4
export IMPL_slowest_delay_ns=0.45
export IMPL_rrSetupSlack_ns=0.54
export IMPL_antenna_found_initial=0
export IMPL_setup_violations_final=0
export IMPL_status="completed"
export IMPL_path_class="in2reg"
export IMPL_ys_ff=176
export IMPL_critPathLaunchType="input port"
export IMPL_dieWidth_um=167
export IMPL_cts_tree="done"
export IMPL_vias=5554
export IMPL_power_frac_comb_pct=38.5
export IMPL_cp_cell_sequence="clkdlybuf4s50_1, nor2b_1, ha_1, ha_1, xnor3_1, mux2i_1, o21ai_0, a32oi_1, nor4b_2"
export IMPL_antenna_left=0
export IMPL_required_ns=3.09
export IMPL_rsz0062_at_grt="false"
export IMPL_whs_ns=0.168
export IMPL_finalPower_mw=11.7
export IMPL_finalClockSkew_ns=0.0228
export IMPL_ctsResizeCount=0
export IMPL_dr_pass1_iters=5
export IMPL_netlist_area_mm2=0.00818
export IMPL_grt_pass1_vias=5557
export IMPL_ctsHoldBuffers=0
export IMPL_async_flop_share_pct=100
export IMPL_fin_tns_setup_ns=0
export IMPL_pwr_share_clk_pct=23.5
export IMPL_pwr_share_seq_pct=38.0
export IMPL_die_area_mm2=0.0279
export IMPL_final_cell_area_mm2=0.00970
export IMPL_leakagePower_nw=4.13
export IMPL_tool_warnings=26
through the flow:
| step | setup WS [ns] | std cells |
|---|---|---|
| after floorplan | 0.523 | 648 |
| after global placement | 0.118 | 1018 |
| after detailed placement | 0.0684 | 1018 |
| after CTS | 0.372 | 1053 |
| after global routing | 0.220 | 1053 |
| final | 0.386 | 1053 |
worst max-delay path by stage:
stage | startpoint | end | slack (ns) | depth (start not counted)
CTS | rd_en | empty$_DFF_PN0_ | 0.37 | 9
global route | rd_en | empty$_DFF_PN0_ | 0.22 | 9
finish | rd_en | empty$_DFF_PN0_ | 0.39 | 9
synthesized netlist by cell type (8+ instances only):
cell	n
dfrtp_1	176
mux2_2	132
nor2_1	30
nand2_1	27
mux2i_1	19
nor2b_1	18
nand3_1	16
a21oi_1	15
clkbuf_1	15
o21ai_0	14
buf_2	13
a22oi_1	11
inv_1	11
nor3_1	11
nand2b_1	10
a22o_1	9
and2_1	8
registers in the layout, summed over array words and instances, names as in the netlist:
name,flops
empty,1
mem,128
wr_g,4
rd_g,4
rd_temp,5
wr_ptr,5
out,8
wr_temp,5
rd_ptr,5
full,1
wr_sync,5
rd_sync,5
per-layer routing:
layer,part of all wire [%],track usage (%),vias up
met2,44,23.8,164
met1,47,25.7,2881
met3,8.1,5.95,17
met4,1.2,1.85,0
li1,-,-,2492
met5,0,0,-
layout make-up:
type,instances,area [um2]
multi-input combinational,425,3540
sequential,176,4400
clock buffer,24,536
fill,2616,17200
inverter,11,41.3
timing repair buffer,65,569
tap,341,427
clock inverter,11,178
worst max-delay path, delay by kind of cell:
| kind | cells | cell delay, ns |
|---|---|---|
| compound gates | 2 | 0.27 |
| xor+xnor | 1 | 0.44 |
| fa+ha+maj | 2 | 0.43 |
| buf+inv | 1 | 0.45 |
| mux | 1 | 0.12 |
| simple gates | 2 | 0.40 |
logic make-up (layout without fill, tap and decap cells):
logic type / Yosys count / in the layout / synth area share, %
DFF: 176 / 176 / 53.9
and+or+nand+nor: 149 / 149 / 10.5
xor gates and xnor gates: 12 / 12 / 1.62
muxes: 152 / 152 / 20.8
AOI/OAI and AO/OA: 108 / 108 / 9.84
buffers and inverters: 47 / 111 / 2.82
adders and majority gates: 4 / 4 / 0.612
power groups by stage:
stage         registers, mW  clock network (mW)  logic, mW
CTS                    4.43                2.79       4.47
global route           4.59                2.89       4.89
finish                 4.43                2.74       4.49
No activity file was given, so power comes from the tool's default toggle rates.
